[flow/config.mk]
export PLATFORM = sky130hd
export DESIGN_NAME = state_machine_rtl
export DESIGN_NICKNAME = state_machine_rtl
export VERILOG_FILES = /design/flow/design.v
export SDC_FILE = /design/flow/constraint.sdc
export NUM_CORES = 4
export LEC_CHECK = 1
export CORE_AREA = 10 10 70 70
export DIE_AREA = 0 0 80 80
[flow/constraint.sdc]
current_design state_machine_rtl

set clk_period 1.3
set clk_io_pct 0.2

create_clock -name clk0 -period $clk_period [get_ports {clk}]

set non_clock_inputs [all_inputs -no_clocks]
set_input_delay [expr $clk_period * $clk_io_pct] -clock clk0 $non_clock_inputs
set_output_delay [expr $clk_period * $clk_io_pct] -clock clk0 [all_outputs]
[flow/design.v]
module state_machine_rtl(
    output  wire    [2:0]   out,
    input   wire            dir,
    input   wire            rst,
    input   wire            clk
);
    parameter s0 = 3'b000;
    parameter s1 = 3'b100;
    parameter s2 = 3'b110;
    parameter s3 = 3'b111;
    parameter s4 = 3'b101;
    parameter s5 = 3'b001;
    parameter s6 = 3'b011;
    parameter s7 = 3'b010;
    reg [2:0] state;
    reg [2:0] next_state;
    always@(*) begin
        case(state)
            s0: next_state = (dir == 1'b0) ? s1 : s7;
            s1: next_state = (dir == 1'b0) ? s2 : s0;
            s2: next_state = (dir == 1'b0) ? s3 : s1;
            s3: next_state = (dir == 1'b0) ? s4 : s2;
            s4: next_state = (dir == 1'b0) ? s5 : s3;
            s5: next_state = (dir == 1'b0) ? s6 : s4;
            s6: next_state = (dir == 1'b0) ? s7 : s5;
            s7: next_state = (dir == 1'b0) ? s0 : s6;
        endcase
    end
    always@(posedge clk) begin
        if(rst == 1'b0) 
            state <= s0;
        else
            state <= next_state;
    end
    assign out = state;
endmodule
[flow/run.sh]
#!/bin/bash
# OpenROAD 26Q1-2900-gdf79404cd8, Yosys 0.63+post, stock flow scripts
make -C /OpenROAD-flow-scripts/flow DESIGN_CONFIG=/design/flow/config.mk WORK_HOME=/design/flow/orfs finish
==> metrics.cfg <==
[timing]
finClkSkew_ps = 2.47
min_period_over_period_pct = 78.6
worstMarginPinSlew_ps = 196
slew_viol_final = 0
finalHoldViolCount = 0
max_freq_ghz = 0.979
relSlewSlack_pct = 86.9
rsz0062_at_grt = false
finalSetupViolCount = 0
layout_min_cycle_time_ps = 1020
setup-tns-final_ps = 0

[route]
route.vias.total = 136
antenna_cells = 0
first_iter_violations = 4
wire_per_inst_um = 5.69
dr.pass1.iters = 2
drcViolationCount = 0
totalWireLength_um = 404
ant_nets = 0
viasPerCell = 1.92

[logic_synthesis]
yosysWarnings = 1
ys_seq_share_pct = 48.5
yosys-stat-area_um2 = 124
synth_area_um2 = 124
synthCells = 13
synth_stat.cells = 13
avgSynthCellArea_um2 = 9.53
ys_ff = 3
yosysUniqueCellTypes = 9

[critical_path]
r2r-end = state[1]$_SDFF_PN0_
r2r-start = state[0]$_SDFF_PN0_
end_kind = flip-flop
endpoint = state[1]$_SDFF_PN0_
reg2reg_depth = 3
crit_arrival_ps = 1180
worstSetupPathType = input port to flip-flop
critical_path.startpoint = dir
crit_path_start_kind = input port
worstPathRequired_ps = 1460
reg2reg_slack_ps = 400
cp_max_fo = 2

[layout]
drive_gt1_share_pct = 36.0
fin_cells = 71
layout_top_cells = 3 x clkbuf_4, 3 x dlymetal6s2s_1, 3 x buf_4, 3 x dfxtp_2
area_delta_synth_final_pct = 135
largest_reg_flops = 3
top_register = state
largestRegisters = state (3)

[clock_network]
clk_latency_ps = 230
cts_sinks = 3
cts_tree = built
clockBufferDepth = 2
h-tree-depth = 1
cts_buffers = 3
root_buffer = clkbuf_4
path_clk_slew_ps = 30

[floorplan]
die_w_um = 80
die_area_um2 = 6400
die_y_um = 80
fp_util_pct = 3.63
rows = 21
ioPinCount = 6
core_um2 = 3420

[grt]
grt_pass1_vias = 116
antenna_found_initial = 0
overflow = 0
grt_pass1_wl_um = 593
grt_use_total_pct = 1.34
grt_max_degree = 6

[power_and_ir_drop]
irDropWorstVdd_mv = 0.191
powerDensity_nw_per_um2 = 1390
power_uw = 404
p_leak_nw = 0.145

[place]
port_buffers = 5
globalplace.congestion = 0.602
dp_cells = 65

[worst_hold_path]
worstHoldPathType = flip-flop to flip-flop

[run_status]
outcome = complete, no violations

[run]
warning_count = 25
cap_violations = 0

==> final cells by class <==
cell class	count	area [um^2]
fill	401	3120
timing repair buffer	8	80.1
clock buffer	4	26.3
sequential	3	63.8
tap	46	57.6
multi-input combinational	10	63.8
==> critical path: stages <==
cell	delay, ps
clkdlybuf4s50_1	510
xor2_1	220
mux2i_1	190
==> cells by family (layout without fill, tap and decap cells) <==
group           Yosys count  in the layout  synth area share (%)
simple gates              4              4                  17.2
xor+xnor                  2              2                  14.1
flops                     3              3                  48.5
mux                       1              1                  8.08
buf+inv                   0             12                     0
compound gates            3              3                  12.1
==> cells in the mapped netlist <==
library cell | count | area, um^2
dfxtp_1 | 3 | 60.1
xnor2_1 | 1 | 8.76
nand2b_1 | 2 | 12.5
nand2_1 | 1 | 3.75
o21ai_0 | 2 | 10.0
mux2i_1 | 1 | 10.0
nand3_1 | 1 | 5.00
xor2_1 | 1 | 8.76
a21oi_1 | 1 | 5.00
==> through the flow <==
step / util (%) / hold slack [ps] / setup slack (ps) / area, um^2
2_1_floorplan: - / 398 / 550 / 124
4_1_cts: 8.28 / 529 / 1.36 / 283
3_3_place_gp: 7.00 / 478 / 64.9 / 239
3_5_place_dp: 7.00 / 495 / 33.7 / 239
6_report: 8.53 / 519 / 278 / 292
5_1_grt: 8.53 / 556 / 236 / 292
==> worst min-delay path by stage <==
| stage | from | endpoint | cells past startpoint |
|---|---|---|---|
| 4_1_cts | state[1]$_SDFF_PN0_ | state[0]$_SDFF_PN0_ | 2 |
| 5_1_grt | state[1]$_SDFF_PN0_ | state[0]$_SDFF_PN0_ | 2 |
| 6_report | state[1]$_SDFF_PN0_ | state[0]$_SDFF_PN0_ | 2 |
==> power by group <==
part	leakage, nW	internal [mW]	total, mW	switching (mW)
Sequential	0.0258	0.117	0.126	0.00836
Clock	0.0150	0.115	0.161	0.0459
Combinational	0.104	0.0772	0.117	0.0402
==> routing by layer <==
| layer | vias up | share of wire, % | GRT usage, % |
|---|---|---|---|
| met5 | - | 0 | 0 |
| met4 | 0 | 1.5 | 0.528 |
| met3 | 2 | 17 | 2.05 |
| met2 | 6 | 36 | 1.04 |
| met1 | 60 | 46 | 1.60 |
| li1 | 68 | - | - |
==> repair_timing <==
| item | CTS | global route |
|---|---|---|
| setup endpoints to repair | 2 | 3 |
| hold buffers | 0 | 0 |
| gates resized | 2 | 4 |
| pin swaps | 0 | 0 |
| buffers inserted | 2 | 0 |
Power and IR drop assume default switching activity.
