File: config.mk
export PLATFORM = sky130hd
export DESIGN_NAME = keypad_decoder
export DESIGN_NICKNAME = keypad_decoder
export VERILOG_FILES = /design/flow/design.v
export SDC_FILE = /design/flow/constraint.sdc
export NUM_CORES = 4
export LEC_CHECK = 1
export CORE_AREA = 10 10 70 70
export DIE_AREA = 0 0 80 80
File: constraint.sdc
current_design keypad_decoder

set clk_period 3.2
set clk_io_pct 0.2

create_clock -name clk0 -period $clk_period [get_ports {clk}]

set non_clock_inputs [all_inputs -no_clocks]
set_input_delay [expr $clk_period * $clk_io_pct] -clock clk0 $non_clock_inputs
set_output_delay [expr $clk_period * $clk_io_pct] -clock clk0 [all_outputs]
File: design.v
module keypad_decoder(
    input   wire            clk,
    input   wire    [3:0]   column,
    output  reg     [3:0]   row,
    output  reg     [3:0]   key
);
    always@(posedge clk) begin
        case (row)
            4'b0111: 
                if      (column[0] == 1'b0) key <= 4'b0001;		
                else if (column[1] == 1'b0) key <= 4'b0010;
                else if (column[2] == 1'b0) key <= 4'b0011;
                else if (column[3] == 1'b0) key <= 4'b1010;
                else row = 4'b1011;
            4'b1011: 
                if      (column[0] == 1'b0) key <= 4'B0100;
                else if (column[1] == 1'b0) key <= 4'b0101;
                else if (column[2] == 1'b0) key <= 4'b0110;
                else if (column[3] == 1'b0) key <= 4'b1011;
                else row = 4'b1101;
            4'b1101: 
                if      (column[0] == 1'b0) key <= 4'b011;
                else if (column[1] == 1'b0) key <= 4'b1000;
                else if (column[2] == 1'b0) key <= 4'b1001;
                else if (column[3] == 1'b0) key <= 4'b1100;
                else row = 4'b1110;
            4'b1110: 
                if      (column[0] == 1'b0) key <= 4'b1110;
                else if (column[1] == 1'b0) key <= 4'b0000;
                else if (column[2] == 1'b0) key <= 4'b1111;
                else if (column[3] == 1'b0) key <= 4'b1101;
                else row <= 4'b0111;
            default: row <= 4'b0111;
        endcase
    end
endmodule
File: run.sh
#!/bin/bash
# OpenROAD 26Q1-2900-gdf79404cd8, Yosys 0.63+post, stock flow scripts
make -C /OpenROAD-flow-scripts/flow DESIGN_CONFIG=/design/flow/config.mk WORK_HOME=/design/flow/orfs finish
==> impl_metrics.ini <==
; generated from flow reports
[placement]
pre_cts_ws_ps = 1030
total_cell_area_at_the_placement_stage_um2 = 659
routabilityCongestion = 0.732
hpwl_um = 839
port_buffers = 12
placed_cells_incl_taps = 97

[setup_path]
cpPeakStageDelay_ps = 550
worstReg2RegStart = row[1]$_DFFE_PP_
r2r-end = key[0]$_DFFE_PP_
end_kind = output port
setup.reg_to_reg.worst_slack_ps = 1430
reg2reg_depth = 3
critPathArrivalTime_ps = 1330
startpoint_type = flip-flop
worst_path_max_delay_cell = sky130_fd_sc_hd__clkdlybuf4s50_1
crit_path_cell_chain = clkdlybuf4s50_1
category_of_the_critical_setup_timing_path = reg2out
critPathMaxFanout = 9
crit_family = buffers and inverters
critical_path_buf_inv_count = 1
critical_path_depth = 1
critPathRequiredTime_ps = 2560

[detailed_routing]
drc = 0
antenna_violating_nets_left = 0
post_detailed_route_via_to_cell_ratio = 3.94
wire_per_inst_um = 10.7
routed_wl_um = 1070
num_vias = 394
drt-pass1-iter-count = 4
n_antenna_cell = 0
detailed_router_s_first_iteration_violation_count = 28

[floorplan]
number_of_cell_rows = 21
die_x_um = 80
num_io_pins = 13
design.die.area_um2 = 6400
fp_util_pct = 14.9
die.size.y_um = 80
core_region_area_um2 = 3420

[finish]
ff_latch_area_um2 = 240
postLayoutCellArea_um2 = 682
logic_area_um2 = 234
post_layout_nonfiller_instances = 100
post_route_cells_drive_above_1_share_pct = 14.8
filler_cell_count = 372
postLayoutCoreUtil_pct = 20.0
areaGrowthSynthToFinish_pct = 34.2

[global_routing]
wire_length_of_the_first_global_routing_pass_um = 1660
first_global_vias = 357
grt_util_all_layers_pct = 3.16
number_of_antenna_violations_at_the_first_check_in_global_routing = 0
largest_net_degree_at_the_start_of_global_routing = 10
total_global_routing_overflow = 0

[synthesis]
yosys_most_used_dff = sky130_fd_sc_hd__edfxtp_1
synthesis.area_um2 = 508
synth.area.top_cells = sky130_fd_sc_hd__edfxtp_1 47%, sky130_fd_sc_hd__nand4b_4 4.7%, sky130_fd_sc_hd__nand4b_1 3.4%, sky130_fd_sc_hd__and2b_1 3.0%, sky130_fd_sc_hd__buf_4 3.0%
most_common_cell = sky130_fd_sc_hd__edfxtp_1
yosys_cells = 42
ys_area_um2 = 508
ys_ff = 8
synth_cell_type_count = 28
top_area_cell = sky130_fd_sc_hd__edfxtp_1
synthArstFlopShare_pct = 0
post_synthesis_mean_instance_area_um2 = 12.1
synth-seq-area-share_pct = 47.3
synthesis.instances = 42
yosys_warnings = 1
synth-edff-count = 8
synth.top_cells.by_count = 8 x sky130_fd_sc_hd__edfxtp_1, 3 x sky130_fd_sc_hd__nand2_1
top_cell_area_share_pct = 47.3

[clocking]
clk_root_buffer_cell = sky130_fd_sc_hd__clkbuf_4
ctsResizeCount = 0
post-cts-setup-buffers = 0
cts.hold.buffers_added = 0
clockBufferDepth = 2
ctsHtreeMaxLevel = 1
cts_sinks = 8
clk-insertion-delay-late_ps = 240
cts_buffers = 3
clock_tree_from_tritoncts = built
clk_transition_reported_paths_ps = 50

[power_and_ir_drop]
peakVddDrop_mv = 0.171
power_leakage_nw = 0.242
cellPowerDensity_nw_per_um2 = 872
finalPower_mw = 0.594

[min_path]
holdCritStartpoint = row[3]$_DFFE_PP_
timing.hold.worst_endpoint = row[0]$_DFFE_PP_
min_delay_path_depth = 1
worst_hold_path_type = reg2reg

[sta]
timing.final.ws_setup_ps = 1230
setup_violations = 0
worst_slew_pin_tran_ps = 428
rsz0062_at_grt = no
worst_slew_margin_pct = 71.5
setup_total_neg_slack_ps = 0
fin_worst_skew_ps = 1.03
finalHoldViolations = 0
slew_viol_final = 0
post-route-period-util_pct = 61.6
fin_hold_ws_ps = 758
maxClockFrequency_mhz = 507
final_period_minus_worst_setup_slack_ps = 1970

[run_status]
status = finished clean

[job]
warning_count = 25
cap_viol_max_count = 0
==> flip-flops by register name, indices dropped and copies added (netlist names) <==
| signal | cells |
|---|---|
| key | 4 |
| row | 4 |
==> metal layers <==
layer | global-route usage, % | vias up | part of all wire [%]
li1 | - | 195 | -
met1 | 4.67 | 179 | 52
met2 | 3.69 | 18 | 36
met3 | 1.25 | 2 | 8.2
met4 | 1.76 | 0 | 3.8
met5 | 0 | - | 0
==> worst max-delay path by stage <==
stage	start	to	slack, ps
CTS	row[3]$_DFFE_PP_	row[3]	1220
global route	row[3]$_DFFE_PP_	row[3]	1150
finish	row[3]$_DFFE_PP_	row[3]	1230
==> cell families (layout without fill, tap and decap cells) <==
family / after synthesis / count (layout) / synth area share, %
AOI/OAI and AO/OA: 13 / 13 / 21.7
xor gates and xnor gates: 1 / 1 / 1.72
buffers and inverters: 5 / 17 / 6.65
DFF: 8 / 8 / 47.3
and+or+nand+nor: 15 / 15 / 22.7
==> power by group <==
group	internal [mW]	switching, mW	leakage (nW)
Sequential	0.201	0.0601	0.0737
Combinational	0.163	0.0983	0.154
Clock	0.0425	0.0290	0.0138
==> area by class of cell <==
cell class              instances  area share [%]
repair buffers                 12            17.6
well taps                      46            8.44
flip-flops and latches          8            35.2
inverters                       2            1.10
clock buffers                   3            3.30
multi-input cells              29            34.3
==> cells in the final DEF, fill, tap and decap left out, types with 2 or more instances in the layout <==
cell type                          n
sky130_fd_sc_hd__and2b_1           2
sky130_fd_sc_hd__clkbuf_4          3
sky130_fd_sc_hd__clkdlybuf4s50_1  12
sky130_fd_sc_hd__edfxtp_1          8
sky130_fd_sc_hd__inv_1             2
sky130_fd_sc_hd__nand2_1           3
sky130_fd_sc_hd__nand4b_1          2
sky130_fd_sc_hd__o21bai_1          2
Power figures rest on the tool's default switching activity, not on a simulated workload.
