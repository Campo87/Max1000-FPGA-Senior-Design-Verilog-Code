## /design/flow/config.mk

```make
export PLATFORM = sky130hd
export DESIGN_NAME = rca8
export DESIGN_NICKNAME = rca8
export VERILOG_FILES = /design/flow/design.v
export SDC_FILE = /design/flow/constraint.sdc
export NUM_CORES = 4
export LEC_CHECK = 1
export CORE_AREA = 10 10 70 70
export DIE_AREA = 0 0 80 80
```

## /design/flow/constraint.sdc

```tcl
current_design rca8

set clk_period 7.7
set clk_io_pct 0.2

create_clock -name clk0 -period $clk_period

set non_clock_inputs [all_inputs -no_clocks]
set_input_delay [expr $clk_period * $clk_io_pct] -clock clk0 $non_clock_inputs
set_output_delay [expr $clk_period * $clk_io_pct] -clock clk0 [all_outputs]
```

## /design/flow/design.v

```verilog
module fa(sum, cout, a, b, cin);
    output sum, cout;    
    input a, b, cin;     
    wire w1, w2, w3;     
    ha ha1(w1, w2, a, b);        
    ha ha2(sum, w3, cin, w1);    
    or o1(cout, w3, w2);         
endmodule
module ha(sum, cout, a, b);
    output sum, cout;    
    input a, b;  
    xor xor1(sum, a, b);     
    and and1(cout, a, b);   
endmodule
module rca8(sum, cout, a, b, cin);
    output [7:0] sum;    
    output cout;         
    input [7:0] a, b;    
    input cin;           
    wire w[6:0];         
    fa fa0(sum[0], w[0], a[0], b[0],  cin);      
    fa fa1(sum[1], w[1], a[1], b[1], w[0]);      
    fa fa2(sum[2], w[2], a[2], b[2], w[1]);      
    fa fa3(sum[3], w[3], a[3], b[3], w[2]);
    fa fa4(sum[4], w[4], a[4], b[4], w[3]);
    fa fa5(sum[5], w[5], a[5], b[5], w[4]);
    fa fa6(sum[6], w[6], a[6], b[6], w[5]);
    fa fa7(sum[7], cout, a[7], b[7], w[6]);
endmodule
```

## /design/flow/run.sh

```bash
#!/bin/bash
# OpenROAD 26Q1-2900-gdf79404cd8, Yosys 0.63+post, stock flow scripts
make -C /OpenROAD-flow-scripts/flow DESIGN_CONFIG=/design/flow/config.mk WORK_HOME=/design/flow/orfs finish
```

==> impl_report.txt <==
=== SYNTHESIS / PLACE & ROUTE SUMMARY ===
----------------------------------------------------
[Floorplanning]
  Initial Utilization ........................ 6.996%
  Cell Rows ........................ 21
  Die W ........................ 80 um
  Die height ........................ 80 um
  Chip area ........................ 0.006400 mm^2
  Standard cell core area ........................ 0.003416 mm^2
  Ports ........................ 26

[Final timing]
  Setup repair after global routing missed its margin ........................ false
  Slew at the pin closest to its max-slew limit ........................ 98.49 ps
  Final count of negative-setup-slack endpoints ........................ 0
  Fin crit share ........................ 94.56%
  Relative slew margins ........................ 93.41%
  Peak Freq ........................ 0.1373 GHz
  Time the final worst path needs with I/O delays and setup ........................ 7281 ps
  Final count of hold timing violations ........................ 0
  Final setup TNS ........................ 0 ps
  Max-slew violation total from the final report ........................ 0

[Final layout]
  Non-filler cells in the finished layout ........................ 85
  Most used logic cell in the final layout ........................ sky130_fd_sc_hd__clkdlybuf4s50_1
  Layout area overhead ........................ 107.9%
  Final sequential cell count ........................ 0
  Ratio of cells with drive above 1 in the final layout ........................ 0%
  Highest-count cells in the layout ignoring fill and taps ........................ sky130_fd_sc_hd__clkdlybuf4s50_1, sky130_fd_sc_hd__fa_1, sky130_fd_sc_hd__inv_1
  Clock tree buffer count of the final layout ........................ 0
  Flop area ........................ 0 um^2
  Core occupancy in the finished layout ........................ 14.54%

[Drt]
  First-iteration detailed-routing DRC count ........................ 0
  Residual antenna-violating net count after detailed routing ........................ 0
  Via count ........................ 198
  Number of design rule violations left after detail routing ........................ 0
  Count of antenna diodes in the layout ........................ 0
  Detailed-routing iteration count for the pre-antenna-repair pass ........................ 1
  Final wirelength ........................ 772 um
  Routed via count divided by cell count ........................ 2.329
  Final routed wire length divided by cell count ........................ 9.082 um

[Yosys]
  Register share after synthesis ........................ 0%
  Average size of a mapped cell ........................ 11.38 um^2
  Cell count listed in synth_stat.txt ........................ 21
  Post-Syn Area ........................ 239.0 um^2
  Largest family of logic cells by area ........................ adder cells
  Synthesis Warnings ........................ 1
  AND/OR/NAND/NOR Cells, Area Fraction ........................ 0%
  Yosys aoi share ........................ 0%
  XOR/XNOR share of the synthesized area ........................ 0%
  Share of synthesized area spent on multiplexers ........................ 0%
  Synthesized instance count ........................ 21
  Post-synthesis chip area from yosys ........................ 239.0 um^2
  Synth unique cells ........................ 3
  Adders+Majority by Area ........................ 67.02%

[Clock network]
  Postcts setup bufs ........................ 0
  CTS resizes ........................ 0
  CTS hold repair buffers ........................ 0

[Power]
  Cell Pwr Density ........................ 69.87 mW/mm^2
  Flop pwr share ........................ 0%
  Switching power total ........................ 0.008743 mW
  Switching fraction of total power ........................ 25.19%
  Leakage power ........................ 0.1868 nW
  Gate power share ........................ 100.0%
  IR Drop Worst-Case VDD ........................ 0.00001965 V
  Clock power share ........................ 0%
  Power, Total ........................ 0.03471 mW
  Design internal power ........................ 0.02597 mW

[Critical path]
  Crit path max fanout ........................ 1
  Critical path origin ........................ a[0]
  Setup crit end ........................ sum[7]
  Critical path type ........................ input pin to output port
  CP Capture Type ........................ output port
  Kind of start point of the critical path ........................ input pin
  Data required time of the critical path ........................ 6160 ps
  CP arrival ........................ 5740 ps

[Outcome]
  Outcome ........................ finished clean

[Place]
  Detail Placement HPWL ........................ 776.9 um
  Placed cells ........................ 85
  Port Buf Inserts ........................ 26
  RePlAce Congestion ........................ 0.7911

[Job]
  Max-cap check violation count ........................ 0
  Tool warnings ........................ 32

[Global routing]
  Global-route wire length before repair ........................ 1028 um
  Number of global-route vias before repair ........................ 221
  Antenna violations before repair ........................ 0
  Maximum number of pins on one net before global-route repair ........................ 2
  Gr ovfl total ........................ 0
  Tot GR Track Use ........................ 2.120%

[Min path]
  Hold Crit Class ........................ input pin to output port

----------------------------------------------------
[synth_stat cells]
master                  instances  area [um^2]
sky130_fd_sc_hd__buf_4          8        60.06
sky130_fd_sc_hd__fa_1           8        160.2
sky130_fd_sc_hd__inv_1          5        18.77
[power by group through the flow]
stage     registers, mW  clock network [mW]  logic (mW)
4_1_cts               0                   0      0.0357
5_1_grt               0                   0      0.0386
6_report              0                   0      0.0347
[cell families (layout without fill, tap and decap cells)]
family     Yosys count  after routing
fa+ha+maj            8              8
buf+inv             13             31
[routing by layer]
metal	vias to the layer above	part of all wire, %	wire, um	global-route usage, %
li1	86	-	-	-
met3	0	40	307	3.523
met5	-	0	0	0
met2	26	20	158	1.846
met4	0	0	0	0
met1	86	40	305	2.503
[worst max-delay path, stage by stage]
cell and delay, ps:
sky130_fd_sc_hd__clkdlybuf4s50_1 440, sky130_fd_sc_hd__fa_1 440, sky130_fd_sc_hd__fa_1 390, sky130_fd_sc_hd__fa_1 390, sky130_fd_sc_hd__fa_1 380, sky130_fd_sc_hd__fa_1 400
sky130_fd_sc_hd__fa_1 390, sky130_fd_sc_hd__fa_1 370, sky130_fd_sc_hd__inv_1 70, sky130_fd_sc_hd__fa_1 400, sky130_fd_sc_hd__inv_1 60, sky130_fd_sc_hd__clkdlybuf4s50_1 460
[cell type report]
cell class / count / area [um^2]
Inverter: 5 / 18.77
Tap cell: 46 / 57.56
Multi-Input combinational cell: 8 / 160.2
Fill cell: 394 / 2919
Timing Repair Buffer: 26 / 260.3
[metrics by stage]
step	hold slack (ps)	cell area, um^2	setup WS (ps)
finish	4133	496.7	418.6
global route	4191	496.7	241.7
CTS	4155	496.7	376.9
detailed placement	4148	496.7	376.8
global placement	4143	496.7	434.3
floorplan	3294	239.0	1351
[worst min path at each step]
| stage | startpoint | to | slack, ps | cells past startpoint |
|---|---|---|---|---|
| after CTS | b[7] | sum[7] | 4150 | 5 |
| after global routing | cin | sum[0] | 4190 | 3 |
| final | b[7] | sum[7] | 4130 | 5 |
No activity file was given, so power comes from the tool's default toggle rates.
